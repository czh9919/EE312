### design/flow/config.mk
export PLATFORM = sky130hd
export DESIGN_NAME = REG_FILE
export DESIGN_NICKNAME = REG_FILE
export VERILOG_FILES = /design/flow/design.v
export SDC_FILE = /design/flow/constraint.sdc
export NUM_CORES = 4
export LEC_CHECK = 1
export CORE_UTILIZATION = 30
### design/flow/constraint.sdc
current_design REG_FILE

set clk_period 57.0
set clk_io_pct 0.2

create_clock -name clk0 -period $clk_period [get_ports {CLK}]

set non_clock_inputs [all_inputs -no_clocks]
set_input_delay [expr $clk_period * $clk_io_pct] -clock clk0 $non_clock_inputs
set_output_delay [expr $clk_period * $clk_io_pct] -clock clk0 [all_outputs]
### design/flow/design.v
module REG_FILE #(
	parameter DWIDTH = 32,
	parameter MDEPTH = 32,
	parameter AWIDTH = 5
)  (
	input wire CLK,
	input wire WE,
	input wire RSTn,
	input wire [AWIDTH-1:0] RA1, RA2, WA,
	input wire [DWIDTH-1:0] WD,
	output wire [DWIDTH-1:0] RD1, RD2
);
	reg [DWIDTH -1:0] RF [MDEPTH-1:0];
	assign RD1 = RF[RA1];
	assign RD2 = RF[RA2];
	always @(posedge CLK)
	begin
		if(WE && (WA != {AWIDTH{1'b0}}))
		begin
        		RF[WA] <= WD;
    		end
		else if (~RSTn)
    		begin
			RF[0] <= 32'b0;
			RF[2] <= 32'hF00;
			RF[3] <= 32'h100;
			RF[1] <= 32'b0;
			RF[4] <= 32'b0;
			RF[5] <= 32'b0;
			RF[6] <= 32'b0;
			RF[7] <= 32'b0;
			RF[8] <= 32'b0;
			RF[9] <= 32'b0;
			RF[10] <= 32'b0;
			RF[11] <= 32'b0;
			RF[12] <= 32'b0;
			RF[13] <= 32'b0;
			RF[14] <= 32'b0;
			RF[15] <= 32'b0;
			RF[16] <= 32'b0;
			RF[17] <= 32'b0;
			RF[18] <= 32'b0;
			RF[19] <= 32'b0;
			RF[20] <= 32'b0;
			RF[21] <= 32'b0;
			RF[22] <= 32'b0;
			RF[23] <= 32'b0;
			RF[24] <= 32'b0;
			RF[25] <= 32'b0;
			RF[26] <= 32'b0;
			RF[27] <= 32'b0;
			RF[28] <= 32'b0;
			RF[29] <= 32'b0;
			RF[30] <= 32'b0;
			RF[31] <= 32'b0;
		end
		else
		begin
			RF[WA] <= RF [WA]; 
		end
	end
endmodule
### design/flow/run.sh
#!/bin/bash
# OpenROAD 26Q1-2900-gdf79404cd8, Yosys 0.63+post, stock flow scripts
make -C /OpenROAD-flow-scripts/flow DESIGN_CONFIG=/design/flow/config.mk WORK_HOME=/design/flow/orfs finish
==> flow_summary.ini <==
; implementation run metrics
[clocking]
clock_net_sink_count = 1024
cts_root_buf = sky130_fd_sc_hd__clkbuf_16
cts_hold_repair.buffers = 0
cts-buffers-inserted = 103
cts_tree = yes
cts.repair_timing.setup_buffer_count = 0
clk_path_buf_depth = 3
cts_repair_resize_count = 0
clk_transition_reported_paths_ps = 60
insertion_delay_ps = 720
h_tree_depth = 3

[yosys]
syn-mean-instance-area_um2 = 7.725
ys.warnings.count = 1
synthFlopType = sky130_fd_sc_hd__dfxtp_1
synth-async-reset-ratio = 0
synth-area-yosys_um2 = 52860
yosys_cells = 6843
ys.flops = 1024
netlist_instances = 6843
synth.yosys.seq_area_share = 0.3878
cell_area_after_synthesis_um2 = 52860
ys_types = 31
edf_count = 0

[power]
power_switching_share = 0.2751
power_frac_clock = 0.429
total_power_mw = 1.641
pwr-share-comb = 0.119
leakage_power_summed_over_all_cells_nw = 21.74
sequentialPowerShare = 0.452
power.internal_mw = 1.189
net-switching-power_mw = 0.4514
power_per_cell_area_nw_per_um2 = 27.78
vdd.ir_drop.worst_v = 0.00002188

[finish]
reg_top3 = RF: 1024 flops
layout.area.seq_um2 = 20500
multi_input_comb_area_um2 = 29670
max_flop_register = RF
final_util = 0.3387
fill_cells = 17530
drive_above_1_share = 0.06270
largest_register_ffs = 1024
area_delta_synth_final_pct = 11.73

[hold_path]
hold_depth = 2
timing.hold.worst.start = RF[8][30]
hold_path.class = reg -> reg
holdPathEnd = RF[8][30]

[global_routing]
use_met1 = 0.3204
global_route.peak_usage_layer = met2
grt_pass1_vias = 47260
overall_track_demand_over_capacity_in_global_routing = 0.2496
grt_pass1_wl_um = 324100
grt_antenna_before_repair = 10
grtUsageMet2 = 0.3711
grt_start_max_net_pins = 157
met3_usage = 0.07399
grt.overflow.total = 0

[sta]
fin_worst_skew_ps = 0
postLayoutSetupSlackWorst_ps = 28730
rsz_0062_raised_after_global_routing = no
finalMaxSlewViolations = 0
report.final.hold_viol_count = 0
timing.final.setup_violations = 0
fmax_mhz = 35.38
worst_slew_slack_as_a_fraction_of_its_limit = 0.3127
totalNegativeSetupSlack_ps = 0
worst_slew_pin_tran_ps = 1028
final_period_minus_worst_setup_slack_ps = 28270
period_used_share = 0.4959

[placed_design]
numPortBuffers = 113
dp_hpwl_um = 126800
placement.setup.worst_slack_ps = 28840
gpl.final_weighted_congestion = 0.9310

[detailed_routing]
drt.antenna.violating_nets = 0
detailedRoute.firstPassIterationCount = 6
average_routed_wire_per_standard_cell_um = 24.97
totalWireLength_um = 224700
drt-vias-per-instance = 5.645
route.detailed.drc = 0
vias = 50800
drtIter0Drc = 4933

[run]
tally_of_openroad_warnings = 32
drv.max_cap_violation_count = 0

[die]
fp-utilization = 0.3031
num_io_pins = 114
floorplan.die.width_um = 421.8
chip_area_um2 = 177900
die_height_um = 421.8
rows = 153
placeableCoreArea_um2 = 174400

[setup_path]
setup.worst_path.start_class = input pin
path_depth_of_the_worst_reg2reg_path = 2
reg2reg_to = RF[24][9]
end_kind = output port
criticalPathCategory = in -> out
arrival_ps = 16870
worst_r2r_startpoint = RF[24][9]
worstPathMaxFanout = 90
timing.reg2reg.setup_slack_ps = 56220
data_required_time_of_the_critical_path_ps = 45600

[outcome]
status = completed
==> worst max path at each step <==
| stage | startpoint | to | slack [ps] |
|---|---|---|---|
| global route | RA2[1] | RD2[3] | 28680 |
| CTS | RA2[1] | RD2[1] | 28810 |
| finish | RA2[1] | RD2[1] | 28730 |
==> placed cells by master, fill, tap and decap left out, drive strengths merged, types with 4 or more instances in the layout <==
cell type,n
a21oi,1180
a22o,128
a22oi,192
a31oi,64
and2,35
buf,179
bufinv,5
clkbuf,150
clkdlybuf4s50,111
clkinv,21
clkinvlp,6
dfxtp,1024
diode,7
inv,6
mux2i,1024
nand2,2213
nand2b,4
nand3,200
nor2,37
nor2b,4
nor3,65
or2,4
==> kinds of logic after synthesis <==
group	Yosys count	synth area share
AND-OR/OR-AND	1565	0.1680
buffers and inverters	654	0.05685
flip-flops	1024	0.3878
multiplexers	1024	0.1939
AND/OR/NAND/NOR	2576	0.1935
==> stage by stage <==
step	cells	hold slack [ps]	area (um2)
floorplan	6843	448.0	52860
CTS	8992	468.6	59050
global route	8995	485.3	59050
finish	8999	465.7	59060
detailed placement	8804	460.2	55620
global placement	8804	453.6	55620
==> routing by layer <==
layer / up-vias / wire, um / share of wire
met2: 2907 / 98150 / 0.44
met3: 764 / 25370 / 0.11
met1: 24200 / 84590 / 0.38
li1: 22920 / - / -
met4: 10 / 16430 / 0.073
met5: - / 141 / 0.00063
==> final cells by class <==
| class | count | share of cell area |
|---|---|---|
| Clock inverter | 38 | 0.006673 |
| Clock buffer | 150 | 0.05139 |
| Sequential cell | 1024 | 0.3471 |
| Timing Repair Buffer | 290 | 0.04288 |
| Tap cell | 2325 | 0.04925 |
| Antenna cell | 7 | 0.0002966 |
| Multi-Input combinational cell | 5165 | 0.5024 |
==> worst max-delay path: stages <==
cell and delay (ps):
sky130_fd_sc_hd__buf_8 400, sky130_fd_sc_hd__buf_4 610, sky130_fd_sc_hd__buf_4 620, sky130_fd_sc_hd__buf_4 710, sky130_fd_sc_hd__buf_4 730, sky130_fd_sc_hd__buf_12 590, sky130_fd_sc_hd__mux2i_1 290, sky130_fd_sc_hd__a22o_1 160
sky130_fd_sc_hd__nor3_1 50, sky130_fd_sc_hd__a31oi_1 420, sky130_fd_sc_hd__nand3_1 230, sky130_fd_sc_hd__clkdlybuf4s50_1 470
==> power groups by stage <==
stage | clock [mW] | sequential [mW] | combinational, mW
5_1_grt | 0.737 | 0.743 | 0.202
4_1_cts | 0.706 | 0.741 | 0.190
6_report | 0.704 | 0.742 | 0.195
==> cell usage after synthesis (2+ instances only) <==
cell type	count	area (um2)
sky130_fd_sc_hd__nand2b_1	4	25.02
sky130_fd_sc_hd__a22oi_1	192	1441
sky130_fd_sc_hd__mux2i_1	1024	10250
sky130_fd_sc_hd__nand2_1	2206	8280
sky130_fd_sc_hd__nand3_1	199	996.0
sky130_fd_sc_hd__nor3b_2	2	25.02
sky130_fd_sc_hd__or2_2	3	18.77
sky130_fd_sc_hd__and3b_1	3	26.28
sky130_fd_sc_hd__a22o_1	128	1121
sky130_fd_sc_hd__buf_2	272	1361
sky130_fd_sc_hd__nor2b_1	4	25.02
sky130_fd_sc_hd__dfxtp_1	1024	20500
sky130_fd_sc_hd__nor2_1	31	116.4
sky130_fd_sc_hd__clkbuf_1	282	1059
sky130_fd_sc_hd__and2_1	35	219.0
sky130_fd_sc_hd__buf_4	56	420.4
sky130_fd_sc_hd__or3b_1	2	17.52
sky130_fd_sc_hd__and3_1	3	18.77
sky130_fd_sc_hd__nand2_2	7	43.79
sky130_fd_sc_hd__a21oi_1	1179	5901
sky130_fd_sc_hd__buf_1	44	165.2
sky130_fd_sc_hd__nor2_2	6	37.54
sky130_fd_sc_hd__nand3b_1	3	22.52
sky130_fd_sc_hd__nor3_1	64	320.3
sky130_fd_sc_hd__a31oi_1	64	400.4
Power and IR drop assume default switching activity.
